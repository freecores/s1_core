<file path="flow/run.sh">
#!/bin/bash
# OpenROAD 26Q1-2900-gdf79404cd8, Yosys 0.63+post, stock flow scripts
make -C /OpenROAD-flow-scripts/flow DESIGN_CONFIG=/design/flow/config.mk WORK_HOME=/design/flow/orfs finish
</file>
<file path="flow/config.mk">
export PLATFORM = sky130hd
export DESIGN_NAME = bw_r_rf32x152b
export DESIGN_NICKNAME = bw_r_rf32x152b
export VERILOG_FILES = /design/flow/design.v
export SDC_FILE = /design/flow/constraint.sdc
export NUM_CORES = 4
export LEC_CHECK = 1
export CORE_UTILIZATION = 30
export SYNTH_MEMORY_MAX_BITS = 65536
</file>
<file path="flow/constraint.sdc">
current_design bw_r_rf32x152b

set clk_period 17.3
set clk_io_pct 0.2

create_clock -name clk0 -period $clk_period [get_ports {rclk}]

set non_clock_inputs [all_inputs -no_clocks]
set_input_delay [expr $clk_period * $clk_io_pct] -clock clk0 $non_clock_inputs
set_output_delay [expr $clk_period * $clk_io_pct] -clock clk0 [all_outputs]
</file>
<file path="flow/design.v">
module bw_r_rf32x152b(dout, so, rd_en, rd_adr, wr_en, wr_adr, din, si, se, 
	sehold, rclk, rst_tri_en, reset_l);
	parameter		NUMENTRIES	= 32;
	input	[4:0]		rd_adr;
	input			rd_en;
	input			wr_en;
	input	[4:0]		wr_adr;
	input	[151:0]		din;
	input			rclk;
	input			reset_l;
	input			rst_tri_en;
	input			sehold;
	input			si;
	input			se;
	output	[151:0]		dout;
	reg	[151:0]		dout;
	output			so;
	wire			clk;
	wire			wr_vld;
	reg	[151:0]		dfq_mem[(NUMENTRIES - 1):0]   ;
	assign clk = rclk;
	assign wr_vld = ((wr_en & (~rst_tri_en)) & reset_l);
	always @(posedge clk) begin
	  if (wr_vld) begin
	    dfq_mem[wr_adr] = din;
	  end
	end
	always @(posedge clk) begin
	  if (rd_en) begin
	    dout[151:0] <= dfq_mem[rd_adr[4:0]];
	  end
	end
endmodule
</file>
==> run notes <==
Update from the flow run.

The pre-antenna-repair detailed-routing pass consisted of 7 iterations. Clock tree synthesis selected as its root buffer the cell sky130_fd_sc_hd__clkbuf_16. Per the final timing report, the hold violations number 0. The cell area that synthesis handed to floorplanning was ~190000 um2. The placement summary gives the final routability congestion estimate as between 0.8 and 0.9.

The number of placed I/O pins is about 320. The clock tree from TritonCTS is done. The cell count in the Yosys report is roughly 7600. In the floorplan report the effective utilization is a little under a third. The data arrival time at the worst-slack endpoint is 9120 ps.

The share of power burned in registers is roughly 54%. Buffers placed on the I/O ports in this run total about 320. The switching power of the nets is just over 0.005 W.

The summed negative setup slack over all endpoints is 0 ps. CTS added clock buffers totalling 474. The number of endpoints failing setup at the final stage is 0.

Of all nets on the critical path, the largest fanout is approximately 70. The summed standard-cell area reported by yosys is between 150000 and 200000 um2. The number of instances in the synthesized netlist is around 7600.

The initial antenna violation count is approximately 42. The number of routed nets with antenna violations is 0. The pin closest to its max-slew limit shows a slew of approximately 1200 ps. Per the detailed-route log, wirelength across all metal layers totals 494200 um. The final timing report derives a shortest allowable period of 8201 ps. The pin count of the biggest net entering global routing is 93. The power density normalized to cell area is 115.1 nW/um2. The highest clock rate this design can be run at is around 0.12 GHz. The slowest library cell on the worst path is sky130_fd_sc_hd__nor4_1.

The number of buffers added for setup after CTS is 0. The category of the most critical setup path is primary input to flop. On the final layout, the worst clock skew is between 200 and 250 ps. The standard-cell row count is 288. Synthesis instantiated 26 different standard cells from the library.

After clock tree synthesis, the flow added hold-fix buffers numbering 0. The main area contributors are sky130_fd_sc_hd__edfxtp_1 81%, sky130_fd_sc_hd__mux4_2 14%, sky130_fd_sc_hd__o22ai_1 1.8%. The fraction of synthesized cell area taken by the top area cell type is 81.03%. The number of DRC markers in iteration 0 is between 5000 and 6000. The internal power summed over all cells is just under 0.02 W. The max-cap check violation count is 0. Each instance of the synthesized netlist takes up on average approximately 24 um2. The chip occupies just over 600000 um2. The horizontal die dimension reported for this design is between 700 and 800 um. OpenROAD emitted warnings numbering 29. In this run the vertical extent of the chip is 789.2 um. The worst setup path is launched from a primary input. The share of total power consumed by net switching is 20.59%.

The CTS sink count is about 5000. The share of post-route cells with drive strength above 1 is ~27%. The leakage power total is 66.10 nW.

Of the available clock period, the critical path in the final layout requires around 47%. The endpoint type of the worst setup path is a flop. According to the timing report, the data required time at the worst endpoint equals 18220 ps. The flow ran to the end, and the final reports show no timing, DRC or antenna violations.

Detailed placement ended at an HPWL of 274900 um. The wire length of the first global-routing pass is about 700000 um. The total routing usage reported by global routing is between 10% and 20%. The aggregate global routing overflow is 0. The synthesized design spends more area on one cell type than any other, namely sky130_fd_sc_hd__edfxtp_1.

The largest voltage drop on the vdd net is 0.1088 mV. The most used cell along the critical path is sky130_fd_sc_hd__buf_4. The relative contribution of combinational cells to total power is roughly 4.3%. The finished layout holds approximately 17000 standard cells, fillers aside. Per the detail_route report, DRC violations left total 0.

The detailed-route wire length per cell is just under 30 um. Fill cells in the final layout number 54959. In this run the layout overhead on the synthesized area is reported as 16.61%.

The count of synthesis-stage warnings from yosys is 2. By instance count after routing, the leading logic cell type is sky130_fd_sc_hd__edfxtp_1. The fraction of the yosys area taken by sequential cells is 81.03%. Per the cell usage report, the commonest logic cells after layout are 5016 x sky130_fd_sc_hd__edfxtp_1, 1136 x sky130_fd_sc_hd__mux4_2, 528 x sky130_fd_sc_hd__o22ai_1, 479 x sky130_fd_sc_hd__clkbuf_16, 473 x sky130_fd_sc_hd__buf_4. The routed layout has ~86000 vias.

The core region is just over 600000 um2. For this run, the slowest stage of the critical path takes 1000 ps. The worst hold path belongs to the class flop to flop. The post-detailed-route via-to-cell ratio is ~5. The count of cells resized by post-cts repair is 0.

Setup repair after global routing left no endpoint under its margin. The clock-pin slew reported for the worst setup and hold paths after clock tree synthesis is about 60 ps. In the final report, the number of pins over their slew limit comes to 0. Counting tap cells, the placed design contains a total of roughly 16000 instances. Per STA, the worst path is made up of buf_16 -> buf_4 -> buf_4 -> buf_4 -> buf_12 -> buf_4 -> mux4_2 -> o22ai_1 -> nor4_1 -> buf_4. The later pin in the worst-skew pair is clocked with a latency of between 1000 and 1500 ps. Across all checked pins, the minimum headroom to the slew limit is around 22%. Looking at the clock tree report, the H-tree level count equals 5.

The part of the power in the clock network is between 40 and 50%. The number of buffers between clock root and the deepest sink is 4. The flip-flop and latch count after synthesis is about 5000. The number of global-route vias before repair is 97509.
metal layers:
layer	track usage [%]	vias to the layer above	share of wire, %
li1	-	35113	-
met1	15.23	42957	28
met2	26.21	7077	48
met3	16.18	943	20
met4	4.699	44	3.5
met5	0.3509	-	0.070
Yosys cell counts, drive strengths merged:
master  number
or3b         4
or3          3
edfxtp    5016
mux2i      160
nand2        6
clkbuf     143
nor2        38
nor4       132
conb         1
nor2b        4
nand2b       1
nand3b       4
a22oi      120
or2          2
and3         1
buf        280
nand4       21
o22ai      528
nand3       42
and2         1
nor3b        1
mux4      1136
sequential cells by signal, indices dropped and copies added (netlist names):
register,flops
dfq_mem,4864
dout,152
worst max-delay path, delay by kind of cell:
family | cells | cell delay (ps)
AND-OR/OR-AND | 1 | 100
buffers and inverters | 7 | 3820
AND/OR/NAND/NOR | 1 | 1000
multiplexers | 1 | 370
path summary, 6_finish.rpt:
check | slack (ps) | endpoint | start | cells after the start
worst min-delay path | 770 | dout[95] | dfq_mem[31][95] | 3
worst min register to register | 770 | dout[95] | dfq_mem[31][95] | 3
worst max-delay path | 9100 | dout[108] | rd_adr[0] | 10
worst max register to register | 15240 | dout[108] | dfq_mem[25][108] | 4
layout make-up:
type                    instances  area (um2)  share of cell area (%)
repair buffers                804        7034                   3.245
flip-flops and latches       5016      150600                   69.48
clock buffers                 566       12310                   5.680
multi-input cells            2205       33360                   15.39
well taps                    8120       10160                   4.687
clock inverters               314        3252                   1.500
diodes                         13       32.53                 0.01501
power groups by stage:
| stage | registers, W | logic, W | clock network [W] |
|---|---|---|---|
| 6_report | 0.0135 | 0.00108 | 0.0104 |
| 5_1_grt | 0.0135 | 0.00117 | 0.0110 |
| 4_1_cts | 0.0135 | 0.00110 | 0.0105 |
cells by family after synthesis:
logic type | synth area share, %
AND-OR/OR-AND | 2.262
buffers and inverters | 1.286
flip-flops | 81.03
AND/OR/NAND/NOR | 0.7963
other | 0.002017
multiplexers | 14.62
per-stage QoR:
step | total power (W) | hold slack (ps) | instance area (um2) | setup slack [ps] | utilization, %
floorplan | 0.01427 | 723.7 | 185900 | 6032 | -
global placement | 0.01484 | 809.6 | 201200 | 7828 | 32.65
detailed placement | 0.01487 | 799.6 | 201200 | 7741 | 32.65
CTS | 0.02514 | 774.6 | 216700 | 8832 | 35.17
global route | 0.02566 | 799.8 | 216700 | 8565 | 35.18
finish | 0.02494 | 773.9 | 216800 | 9099 | 35.18
No activity file was given, so power comes from the tool's default toggle rates.
