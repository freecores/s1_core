$ cat design.v
module bw_r_rf16x160( 
   dout, so_w, so_r, 
   din, rd_adr, wr_adr, read_en, wr_en, rst_tri_en, word_wen, 
   byte_wen, rd_clk, wr_clk, se, si_r, si_w, reset_l, sehold
   );
   input [159:0]  din;  
   input [3:0]    rd_adr;    
   input [3:0]	  wr_adr;   
   input          read_en;  
   input	  wr_en;	 
   input	  rst_tri_en ;  
   input [3:0]    word_wen;  
   input [19:0]	  byte_wen;	 
   input          rd_clk;
   input          wr_clk;
   input          se, si_r, si_w ;
   input	  reset_l;
   input	  sehold;  
   output [159:0] dout;
   output         so_w;
   output         so_r;
   reg  [159:0]   wrdata_d1;
   reg  [3:0]     rdptr_d1, wrptr_d1;
   reg            ren_d1;
   reg 	          wr_en_d1;
   wire          so;
   integer          i, j;
   reg     [159:0]  temp, data_in, tmp_dout;
   reg     [3:0]    word_wen_d1;
   reg     [3:0]    word_wen_d2;
   reg     [19:0]   byte_wen_d1;
   reg			rst_tri_en_d1;
always @ (posedge wr_clk)
begin
  wrdata_d1[159:0]  <= (sehold) ? wrdata_d1[159:0]  : din[159:0];
  wr_en_d1          <= (sehold) ? wr_en_d1          : wr_en;
  word_wen_d1[3:0]  <= (sehold) ? word_wen_d1[3:0]  : word_wen[3:0];
  word_wen_d2[3:0]  <= (sehold) ? word_wen_d2[3:0]  : (word_wen[3:0] &
				{4{wr_en & ~rst_tri_en}});
  byte_wen_d1[19:0] <= (sehold) ? byte_wen_d1[19:0] : byte_wen[19:0];
  wrptr_d1[3:0]     <= (sehold) ? wrptr_d1[3:0]     : wr_adr[3:0];
  rst_tri_en_d1 <= rst_tri_en ;  
end
always @ (posedge rd_clk)
begin
  ren_d1        <= (sehold) ? ren_d1        : read_en;
  rdptr_d1[3:0] <= (sehold) ? rdptr_d1[3:0] : rd_adr[3:0];
end
bw_r_rf16x2 arr0 (
	.word_wen(word_wen_d2),
	.wen(byte_wen_d1[ 0]),
	.ren(ren_d1),
	.wr_addr(wrptr_d1),
	.rd_addr(rdptr_d1),
	.wr_data(wrdata_d1[  7:  0]),
	.rd_data(dout[  7:  0]),
	.clk(wr_clk),
	.rd_clk(rd_clk),
	.reset_l(reset_l));
bw_r_rf16x2 arr1 (
	.word_wen(word_wen_d2),
	.wen(byte_wen_d1[ 1]),
	.ren(ren_d1),
	.wr_addr(wrptr_d1),
	.rd_addr(rdptr_d1),
	.wr_data(wrdata_d1[ 15:  8]),
	.rd_data(dout[ 15:  8]),
	.clk(wr_clk),
	.rd_clk(rd_clk),
	.reset_l(reset_l));
bw_r_rf16x2 arr2 (
	.word_wen(word_wen_d2),
	.wen(byte_wen_d1[ 2]),
	.ren(ren_d1),
	.wr_addr(wrptr_d1),
	.rd_addr(rdptr_d1),
	.wr_data(wrdata_d1[ 23: 16]),
	.rd_data(dout[ 23: 16]),
	.clk(wr_clk),
	.rd_clk(rd_clk),
	.reset_l(reset_l));
bw_r_rf16x2 arr3 (
	.word_wen(word_wen_d2),
	.wen(byte_wen_d1[ 3]),
	.ren(ren_d1),
	.wr_addr(wrptr_d1),
	.rd_addr(rdptr_d1),
	.wr_data(wrdata_d1[ 31: 24]),
	.rd_data(dout[ 31: 24]),
	.clk(wr_clk),
	.rd_clk(rd_clk),
	.reset_l(reset_l));
bw_r_rf16x2 arr4 (
	.word_wen(word_wen_d2),
	.wen(byte_wen_d1[ 4]),
	.ren(ren_d1),
	.wr_addr(wrptr_d1),
	.rd_addr(rdptr_d1),
	.wr_data(wrdata_d1[ 39: 32]),
	.rd_data(dout[ 39: 32]),
	.clk(wr_clk),
	.rd_clk(rd_clk),
	.reset_l(reset_l));
bw_r_rf16x2 arr5 (
	.word_wen(word_wen_d2),
	.wen(byte_wen_d1[ 5]),
	.ren(ren_d1),
	.wr_addr(wrptr_d1),
	.rd_addr(rdptr_d1),
	.wr_data(wrdata_d1[ 47: 40]),
	.rd_data(dout[ 47: 40]),
	.clk(wr_clk),
	.rd_clk(rd_clk),
	.reset_l(reset_l));
bw_r_rf16x2 arr6 (
	.word_wen(word_wen_d2),
	.wen(byte_wen_d1[ 6]),
	.ren(ren_d1),
	.wr_addr(wrptr_d1),
	.rd_addr(rdptr_d1),
	.wr_data(wrdata_d1[ 55: 48]),
	.rd_data(dout[ 55: 48]),
	.clk(wr_clk),
	.rd_clk(rd_clk),
	.reset_l(reset_l));
bw_r_rf16x2 arr7 (
	.word_wen(word_wen_d2),
	.wen(byte_wen_d1[ 7]),
	.ren(ren_d1),
	.wr_addr(wrptr_d1),
	.rd_addr(rdptr_d1),
	.wr_data(wrdata_d1[ 63: 56]),
	.rd_data(dout[ 63: 56]),
	.clk(wr_clk),
	.rd_clk(rd_clk),
	.reset_l(reset_l));
bw_r_rf16x2 arr8 (
	.word_wen(word_wen_d2),
	.wen(byte_wen_d1[ 8]),
	.ren(ren_d1),
	.wr_addr(wrptr_d1),
	.rd_addr(rdptr_d1),
	.wr_data(wrdata_d1[ 71: 64]),
	.rd_data(dout[ 71: 64]),
	.clk(wr_clk),
	.rd_clk(rd_clk),
	.reset_l(reset_l));
bw_r_rf16x2 arr9 (
	.word_wen(word_wen_d2),
	.wen(byte_wen_d1[ 9]),
	.ren(ren_d1),
	.wr_addr(wrptr_d1),
	.rd_addr(rdptr_d1),
	.wr_data(wrdata_d1[ 79: 72]),
	.rd_data(dout[ 79: 72]),
	.clk(wr_clk),
	.rd_clk(rd_clk),
	.reset_l(reset_l));
bw_r_rf16x2 arr10(
	.word_wen(word_wen_d2),
	.wen(byte_wen_d1[10]),
	.ren(ren_d1),
	.wr_addr(wrptr_d1),
	.rd_addr(rdptr_d1),
	.wr_data(wrdata_d1[ 87: 80]),
	.rd_data(dout[ 87: 80]),
	.clk(wr_clk),
	.rd_clk(rd_clk),
	.reset_l(reset_l));
bw_r_rf16x2 arr11(
	.word_wen(word_wen_d2),
	.wen(byte_wen_d1[11]),
	.ren(ren_d1),
	.wr_addr(wrptr_d1),
	.rd_addr(rdptr_d1),
	.wr_data(wrdata_d1[ 95: 88]),
	.rd_data(dout[ 95: 88]),
	.clk(wr_clk),
	.rd_clk(rd_clk),
	.reset_l(reset_l));
bw_r_rf16x2 arr12(
	.word_wen(word_wen_d2),
	.wen(byte_wen_d1[12]),
	.ren(ren_d1),
	.wr_addr(wrptr_d1),
	.rd_addr(rdptr_d1),
	.wr_data(wrdata_d1[103: 96]),
	.rd_data(dout[103: 96]),
	.clk(wr_clk),
	.rd_clk(rd_clk),
	.reset_l(reset_l));
bw_r_rf16x2 arr13(
	.word_wen(word_wen_d2),
	.wen(byte_wen_d1[13]),
	.ren(ren_d1),
	.wr_addr(wrptr_d1),
	.rd_addr(rdptr_d1),
	.wr_data(wrdata_d1[111:104]),
	.rd_data(dout[111:104]),
	.clk(wr_clk),
	.rd_clk(rd_clk),
	.reset_l(reset_l));
bw_r_rf16x2 arr14(
	.word_wen(word_wen_d2),
	.wen(byte_wen_d1[14]),
	.ren(ren_d1),
	.wr_addr(wrptr_d1),
	.rd_addr(rdptr_d1),
	.wr_data(wrdata_d1[119:112]),
	.rd_data(dout[119:112]),
	.clk(wr_clk),
	.rd_clk(rd_clk),
	.reset_l(reset_l));
bw_r_rf16x2 arr15(
	.word_wen(word_wen_d2),
	.wen(byte_wen_d1[15]),
	.ren(ren_d1),
	.wr_addr(wrptr_d1),
	.rd_addr(rdptr_d1),
	.wr_data(wrdata_d1[127:120]),
	.rd_data(dout[127:120]),
	.clk(wr_clk),
	.rd_clk(rd_clk),
	.reset_l(reset_l));
bw_r_rf16x2 arr16(
	.word_wen(word_wen_d2),
	.wen(byte_wen_d1[16]),
	.ren(ren_d1),
	.wr_addr(wrptr_d1),
	.rd_addr(rdptr_d1),
	.wr_data(wrdata_d1[135:128]),
	.rd_data(dout[135:128]),
	.clk(wr_clk),
	.rd_clk(rd_clk),
	.reset_l(reset_l));
bw_r_rf16x2 arr17(
	.word_wen(word_wen_d2),
	.wen(byte_wen_d1[17]),
	.ren(ren_d1),
	.wr_addr(wrptr_d1),
	.rd_addr(rdptr_d1),
	.wr_data(wrdata_d1[143:136]),
	.rd_data(dout[143:136]),
	.clk(wr_clk),
	.rd_clk(rd_clk),
	.reset_l(reset_l));
bw_r_rf16x2 arr18(
	.word_wen(word_wen_d2),
	.wen(byte_wen_d1[18]),
	.ren(ren_d1),
	.wr_addr(wrptr_d1),
	.rd_addr(rdptr_d1),
	.wr_data(wrdata_d1[151:144]),
	.rd_data(dout[151:144]),
	.clk(wr_clk),
	.rd_clk(rd_clk),
	.reset_l(reset_l));
bw_r_rf16x2 arr19(
	.word_wen(word_wen_d2),
	.wen(byte_wen_d1[19]),
	.ren(ren_d1),
	.wr_addr(wrptr_d1),
	.rd_addr(rdptr_d1),
	.wr_data(wrdata_d1[159:152]),
	.rd_data(dout[159:152]),
	.clk(wr_clk),
	.rd_clk(rd_clk),
	.reset_l(reset_l));
endmodule  
module bw_r_rf16x2(word_wen, wen, ren, wr_addr, rd_addr, wr_data,
	rd_data, clk, rd_clk, reset_l);
  input [3:0] word_wen;
  input	      wen;
  input	      ren;
  input	[3:0] wr_addr;
  input [3:0] rd_addr;
  input [7:0] wr_data;
  output [7:0] rd_data;
  input	clk;
  input	rd_clk;
  input reset_l;
  reg	[7:0] rd_data_temp;
  reg [1:0] inq_ary0[15:0];
  reg [1:0] inq_ary1[15:0];
  reg [1:0] inq_ary2[15:0];
  reg [1:0] inq_ary3[15:0];
  always @(posedge clk) begin
    if(reset_l & wen & word_wen[0])
      inq_ary0[wr_addr] = {wr_data[4],wr_data[0]};
    if(reset_l & wen & word_wen[1])
      inq_ary1[wr_addr] = {wr_data[5],wr_data[1]};
    if(reset_l & wen & word_wen[2])
      inq_ary2[wr_addr] = {wr_data[6],wr_data[2]};
    if(reset_l & wen & word_wen[3])
      inq_ary3[wr_addr] = {wr_data[7],wr_data[3]};
  end
  always @(negedge rd_clk) begin
    if (~reset_l) begin
      rd_data_temp = 8'b0;
    end else if(ren == 1'b1) begin
        rd_data_temp = {inq_ary3[rd_addr], inq_ary2[rd_addr], inq_ary1[rd_addr], inq_ary0[rd_addr]};
    end
  end
  assign rd_data = {rd_data_temp[7], rd_data_temp[5], rd_data_temp[3], 
		rd_data_temp[1], rd_data_temp[6], rd_data_temp[4], 
		rd_data_temp[2], rd_data_temp[0]};
endmodule
$ cat constraint.sdc
current_design bw_r_rf16x160

set clk_period 40.6
set clk_io_pct 0.2

create_clock -name clk0 -period $clk_period [get_ports {rd_clk}]
create_clock -name clk1 -period $clk_period [get_ports {wr_clk}]

set non_clock_inputs [all_inputs -no_clocks]
set_input_delay [expr $clk_period * $clk_io_pct] -clock clk0 $non_clock_inputs
set_output_delay [expr $clk_period * $clk_io_pct] -clock clk0 [all_outputs]
$ cat run.sh
#!/bin/bash
# OpenROAD 26Q1-2900-gdf79404cd8, Yosys 0.63+post, stock flow scripts
make -C /OpenROAD-flow-scripts/flow DESIGN_CONFIG=/design/flow/config.mk WORK_HOME=/design/flow/orfs finish
$ cat config.mk
export PLATFORM = sky130hd
export DESIGN_NAME = bw_r_rf16x160
export DESIGN_NICKNAME = bw_r_rf16x160
export VERILOG_FILES = /design/flow/design.v
export SDC_FILE = /design/flow/constraint.sdc
export NUM_CORES = 4
export LEC_CHECK = 1
export CORE_UTILIZATION = 30
==> job_summary.md <==
## Implementation flow summary

| Metric | Value |
|---|---|
| Result of the run | `finished clean` |
| Number of buffers inserted for hold repair after clock tree synthesis | `0` |
| Capturing element type of the critical path | `flop` |
| Slowest CP cell | `sky130_fd_sc_hd__nand3_4` |
| Distinct cell type count of the synthesized netlist | `30` |
| Leakage dissipation | `44.56 nW` |
| Yosys simple share | `under 10%` |
| Required arrival time at the worst endpoint | `20880 ps` |
| Largest fanout on the critical path | `57` |
| Chip area | `just under 400000 um2` |
| Worst slew slack as a fraction of its limit | `39.20%` |
| Power density over the cells | `a little over 50 nW/um2` |
| Cell Area, Synth | `115000 um2` |
| Commonest flop | `sky130_fd_sc_hd__edfxtp_1` |
| Worst EP arrival | `approximately 11000 ps` |
| Post-synth area from yosys stat | `~120000 um2` |
| First-pass DRT Iterations | `7` |
| Detail-routed net length per standard cell | `around 26 um` |
| Remaining global-route overflow | `0` |
| Max IR drop VDD | `about 33 uV` |
| Number of standard cells reported by yosys | `~7000` |
| Vias post-DR | `around 64000` |
| Max-slew violation total from the final report | `0` |
| Critical path start-end classification | `input pin to flop` |
| Yosys reg bits | `around 2900` |
| CTS clk-pin slew, worst paths | `roughly 40 ps` |
| Least-Margin Pin Slew | `between 900 and 1000 ps` |
| Synthesized-area fraction occupied by xor and xnor cells | `0%` |
| Final Total Pwr | `just under 7 mW` |
| Flip-flop count of the largest register, all copies and words added | `roughly 160` |
| Routability-driven placement congestion ratio | `a little over 0.8` |
| Final total negative setup slack | `0 ps` |
| Cell taking the most area after synthesis | `sky130_fd_sc_hd__edfxtp_1` |
| Main combinational cell family by area after synthesis | `multiplexers` |
| Yosys aoi share | `under 10%` |
| FP Rows | `approximately 230` |
| Cell family with most CP delay | `buffers and inverters` |
| Area share of the largest cell type after synthesis | `about 72%` |
| Number of remaining DRC errors | `0` |
| Instance count of the mapped netlist | `just over 7000` |
| Nature of the critical path startpoint | `input pin` |
| Largest net degree at the start of global routing | `103` |
| Clock sink total | `between 2000 and 3000` |
| Synthesized area divided by synthesized cell count | `roughly 16 um2` |
| Synthesized-area fraction occupied by adder cells | `0%` |
| GR Util All Layers | `about 18%` |
| Initial core utilization | `~30%` |
| Class of the most critical hold timing path | `flop to flop` |
| Number of antenna violations at the first check in global routing | `22` |
| X dimension of the die | `approximately 620 um` |
| Core footprint | `~380000 um2` |
| First-pass GRT wire length | `roughly 480 mm` |
| Average via count per standard cell | `approximately 5` |
| Most flops, register | `wrdata_d1` |
| Vias in the first global route | `about 69000` |
| Grt met2 use | `28.31%` |
| Cells traversed along the worst timing path | `buf_4 > buf_12 > nand3_4 > buf_4 > a21oi_1 > nand3_1 > nand3_1` |
| Final number of hold-violating endpoints | `0` |
| Setup-failing EPs final | `0` |
| Max-capacitance violation count | `0` |
| Met3 Use GR | `about 14%` |
| Grt met1 use | `18.80%` |
| CTS tree | `built` |
| Number of enable-type register cells in the synthesized netlist | `between 2000 and 3000` |
| Total half-perimeter wirelength after legalization and detailed placement | `196.1 mm` |
| I/O pin count | `~360` |
| Overall die height | `a little over 600 um` |
| Number of port buffers | `357` |
| Clock Skew | `~84 ps` |
| Area overhead of the layout relative to synthesis | `16.58%` |
| Main area contributors | `sky130_fd_sc_hd__edfxtp_1 (72%), sky130_fd_sc_hd__mux2i_1 (8.3%), sky130_fd_sc_hd__mux4_2 (4.2%), sky130_fd_sc_hd__nor2_1 (4.2%), sky130_fd_sc_hd__dfxtp_1 (2.8%)` |
| Worst path max stage delay | `780 ps` |
| FFs w/ async S/R, synth | `0%` |
| Post-synth seq share | `approximately three quarters` |
| Buffer and inverter count on the worst path | `3` |
| Post-CTS setup buffer count | `0` |
| Routed Antenna Nets | `0` |
| Yosys warnings | `4` |
| Unrepaired setup endpoints after global routing | `no` |
| Busiest metal layer after global routing | `met2` |
| Final wirelength | `around 340 mm` |
| Number of design-rule violations left by the first detailed-router iteration | `4103` |
| Fraction of final layout cells with drive strength greater than 1 | `about a tenth` |
| Post-cts repair resize count | `0` |
| Multiplexer share of the synthesized area | `12.55%` |
| Post-synthesis cell type with the largest instance count | `sky130_fd_sc_hd__edfxtp_1` |
| Count of warning messages emitted by the tools | `around 190` |
| Top cell types by occurrence after synthesis | `sky130_fd_sc_hd__edfxtp_1 (2753), sky130_fd_sc_hd__nor2_1 (1283), sky130_fd_sc_hd__mux2i_1 (956)` |
==> logic make-up (layout without fill, tap and decap cells) <==
logic type	count (synthesis)	count (layout)
compound gates	532	532
other cells	1	13
buf+inv	534	1222
simple gates	2032	2032
flops	2913	2913
mux	1172	1172
==> tightest hold or removal path: stages (launching register included) <==
cell	delay (ps)
sky130_fd_sc_hd__dfxtp_1	310
sky130_fd_sc_hd__nand2_1	50
sky130_fd_sc_hd__nand3_1	50
==> area by class of cell <==
| type | count | area, um2 |
|---|---|---|
| Antenna cell | 11 | 27.53 |
| Clock buffer | 386 | 8341 |
| Clock inverter | 339 | 2510 |
| Fill cell | 34904 | 247900 |
| Inverter | 1 | 11.26 |
| Multi-Input combinational cell | 3738 | 26220 |
| Sequential cell | 2913 | 85870 |
| Tap cell | 5038 | 6304 |
| Timing Repair Buffer | 496 | 4802 |
==> cell usage in the layout, fill, tap and decap left out, types with 4 or more instances in the layout <==
cell type	instances
sky130_fd_sc_hd__clkbuf_16	324
sky130_fd_sc_hd__clkinv_4	12
sky130_fd_sc_hd__inv_1	161
sky130_fd_sc_hd__o21ai_0	54
sky130_fd_sc_hd__clkbuf_1	62
sky130_fd_sc_hd__and2_1	4
sky130_fd_sc_hd__buf_12	15
sky130_fd_sc_hd__nor2b_4	4
sky130_fd_sc_hd__bufinv_16	31
sky130_fd_sc_hd__a22oi_1	223
sky130_fd_sc_hd__inv_6	12
sky130_fd_sc_hd__a21oi_1	201
sky130_fd_sc_hd__a221oi_2	6
sky130_fd_sc_hd__a221oi_1	48
sky130_fd_sc_hd__clkinv_8	9
sky130_fd_sc_hd__clkinvlp_4	12
sky130_fd_sc_hd__nand2_4	9
sky130_fd_sc_hd__edfxtp_1	2753
sky130_fd_sc_hd__nand2_1	382
sky130_fd_sc_hd__clkdlybuf4s50_1	356
sky130_fd_sc_hd__clkinv_1	54
sky130_fd_sc_hd__dfxtp_1	160
sky130_fd_sc_hd__buf_4	125
sky130_fd_sc_hd__and2_2	4
sky130_fd_sc_hd__nand3_4	7
sky130_fd_sc_hd__nor2_1	1282
sky130_fd_sc_hd__clkinv_2	38
sky130_fd_sc_hd__mux2i_1	956
sky130_fd_sc_hd__nor2b_1	5
sky130_fd_sc_hd__diode_2	11
sky130_fd_sc_hd__nand3_1	325
sky130_fd_sc_hd__mux4_2	216
==> report_power, final <==
group          total, mW  leakage (nW)  switching [mW]  internal, mW
Clock               2.98          5.82            1.29          1.69
Sequential          3.44          26.2          0.0905          3.35
Combinational      0.433          12.5           0.274         0.159
==> metal layers <==
layer  up-vias  part of all wire (%)  wire length [um]
li1      28122                     -                 -
met1     31556                    31            104200
met2      3746                    47            158300
met3       735                    17             56470
met4        22                   5.0             16680
met5         -                 0.053               178
==> worst paths after layout <==
check	from	to	slack, ps	cells after the start
worst max-delay path	reset_l	arr11.rd_data_temp[0]	9900	7
worst min-delay path	arr5.rd_data_temp[4]	arr5.rd_data_temp[4]	450	2
worst max register to register	rdptr_d1[0]	arr1.rd_data_temp[3]	14760	10
worst min register to register	arr5.rd_data_temp[4]	arr5.rd_data_temp[4]	450	2
max in group clk1	reset_l	arr13.inq_ary0[13][1]	29920	6
min in group clk1	wrdata_d1[138]	arr17.inq_ary2[5][0]	760	1
==> per-stage QoR <==
step	cell area [um2]	setup WS (ps)	utilization (%)	std cells	hold slack, ps
2_1_floorplan	115000	11000	-	7185	401.9
3_3_place_gp	123200	9303	32.25	12187	438.9
3_5_place_dp	123200	9268	32.25	12187	443.2
4_1_cts	134100	9948	35.09	12911	452.4
5_1_grt	134100	9792	35.10	12917	483.8
6_report	134100	9900	35.10	12922	445.3
Power is estimated from default activity; no workload was simulated.
